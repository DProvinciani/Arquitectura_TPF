[/design/flow/run.sh]
#!/bin/bash
# OpenROAD 26Q1-2900-gdf79404cd8, Yosys 0.63+post, stock flow scripts
make -C /OpenROAD-flow-scripts/flow DESIGN_CONFIG=/design/flow/config.mk WORK_HOME=/design/flow/orfs finish
[/design/flow/config.mk]
export PLATFORM = sky130hd
export DESIGN_NAME = third_step
export DESIGN_NICKNAME = third_step
export VERILOG_FILES = /design/flow/design.v
export SDC_FILE = /design/flow/constraint.sdc
export NUM_CORES = 4
export LEC_CHECK = 1
export CORE_UTILIZATION = 40
[/design/flow/design.v]
`timescale 1ns / 1ps
module mux
	#(
		parameter B=32  
	)
	(
		input wire select,
		input wire [B-1:0] item_a,
		input wire [B-1:0] item_b,
		output wire [B-1:0] signal
   );
	assign signal = ( select == 0 )? item_a : item_b;
endmodule
`timescale 1ns / 1ps
module mux4
	#(
		parameter B=32
	)
	(
		input wire [1:0] sel,
		input wire [B-1:0] item_a,
		input wire [B-1:0] item_b,
		input wire [B-1:0] item_c,
		input wire [B-1:0] item_d,
		output wire [B-1:0] signal
    );
	assign signal = 	(sel == 2'b00) ? item_a :
							(sel == 2'b01) ? item_b :
							(sel == 2'b10) ? item_c :
							(sel == 2'b11) ? item_d :
							32'b11111111_11111111_11111111_11111111;
endmodule
`timescale 1ns / 1ps
module alu #(parameter B = 32)
	(
	input wire signed [B-1:0] op1,
	input wire signed [B-1:0] op2,
	input wire [3:0] alu_control,
	output wire [B-1:0] result,
	output wire zero
	);
	assign result = 	(alu_control == 4'b0000) ? op1 + op2 :  
							(alu_control == 4'b0001) ? op1 - op2 :  
							(alu_control == 4'b0010) ? op1 & op2 :  
							(alu_control == 4'b0011) ? op1 | op2 :  
							(alu_control == 4'b0100) ? op1 ^ op2 :  
							(alu_control == 4'b0101) ? ~(op1 | op2) :  
							(alu_control == 4'b0110) ? op1 < op2 :  
							(alu_control == 4'b0111) ? op1 << op2[10:6] :  
							(alu_control == 4'b1000) ? op1 >> op2[10:6] :  
							(alu_control == 4'b1001) ? {$signed(op1) >>> op2[10:6]} :  
							(alu_control == 4'b1010) ? op2 << op1 :  
							(alu_control == 4'b1011) ? op2 >> op1 :  
							(alu_control == 4'b1100) ? {$signed(op2) >>> op1} :  
							(alu_control == 4'b1101) ? {op2[15:0],16'b00000000_00000000} :  
							32'b11111111_11111111_11111111_11111111;
	assign zero = (result == 0) ? 1'b1 : 1'b0;
endmodule
`timescale 1ns / 1ps
module alu_control(
	input [5:0] ALUOp,
	input [5:0] funct,
	output wire [3:0] ALUcontrolOut
	);
	assign ALUcontrolOut = 	(ALUOp == 6'b000100) ? 4'b0001 :  
									(ALUOp == 6'b000101) ? 4'b0001 :  
									(ALUOp == 6'b001000) ? 4'b0000 :  
									(ALUOp == 6'b001010) ? 4'b0110 :  
									(ALUOp == 6'b001100) ? 4'b0010 :  
									(ALUOp == 6'b001101) ? 4'b0011 :  
									(ALUOp == 6'b001110) ? 4'b0100 :  
									(ALUOp == 6'b001111) ? 4'b1101 :  
									(ALUOp == 6'b100000) ? 4'b0000 :  
									(ALUOp == 6'b100001) ? 4'b0000 :  
									(ALUOp == 6'b100011) ? 4'b0000 :  
									(ALUOp == 6'b100100) ? 4'b0000 :  
									(ALUOp == 6'b100101) ? 4'b0000 :  
									(ALUOp == 6'b100111) ? 4'b0000 :  
									(ALUOp == 6'b101000) ? 4'b0000 :  
									(ALUOp == 6'b101001) ? 4'b0000 :  
									(ALUOp == 6'b101011) ? 4'b0000 :  
									(ALUOp == 6'b000011) ? 4'b0000 :  
									(	(funct == 6'b100000) ? 4'b0000 :  
										(funct == 6'b100010) ? 4'b0001 :  
										(funct == 6'b100100) ? 4'b0010 :  
										(funct == 6'b100101) ? 4'b0011 :  
										(funct == 6'b100110) ? 4'b0100 :  
										(funct == 6'b100111) ? 4'b0101 :  
										(funct == 6'b101010) ? 4'b0110 :  
										(funct == 6'b000000) ? 4'b0111 :  
										(funct == 6'b000010) ? 4'b1000 :  
										(funct == 6'b000011) ? 4'b1001 :  
										(funct == 6'b000100) ? 4'b1010 :  
										(funct == 6'b000110) ? 4'b1011 :  
										(funct == 6'b000111) ? 4'b1100 :  
										(funct == 6'b001001) ? 4'b0000 :  
										4'b1111);  
endmodule
`timescale 1ns / 1ps
module third_step(
		input wire aluSrc,		
		input wire [5:0] ALUOp,	
		input wire regDst,
		input wire [1:0] ForwardAE,
		input wire [1:0] ForwardBE,		
		input wire [31:0] reg1,
		input wire [31:0] reg2,
		input wire [31:0] signExtend,
		input wire [4:0] regDst1,
		input wire [4:0] regDst2,
		input wire [31:0] reg_muxes_b,
		input wire [31:0] reg_muxes_d,
		output wire [31:0] aluResult,
		output wire [31:0] reg2Out,
		output wire [4:0] muxRegDstOut
    );
	mux #(5) muxRegDst (
		.select(regDst),
		.item_a(regDst1), 
		.item_b(regDst2), 
		.signal(muxRegDstOut)
	);
	wire [31:0] ALUoperator1;
	mux4 mux_reg1
		(
			.sel(ForwardAE),
			.item_a(reg1),
			.item_b(reg_muxes_b),
			.item_c(reg_muxes_d),
			.item_d(),
			.signal(ALUoperator1)
		);
	wire [31:0] ALUoperator2;
	mux4 mux_reg2
		(
			.sel(ForwardBE),
			.item_a(reg2),
			.item_b(reg_muxes_b),
			.item_c(reg_muxes_d),
			.item_d(),
			.signal(ALUoperator2)
		);
	wire [31:0] muxAluSrc2Out;
	mux muxAluSrc2 (
		.select(aluSrc),
		.item_a(ALUoperator2), 
		.item_b(signExtend), 
		.signal(muxAluSrc2Out)
	);
	wire [3:0] ALUcontrolOut;
	alu_control aluControl (
		.ALUOp(ALUOp),  
		.funct(signExtend[5:0]),
		.ALUcontrolOut(ALUcontrolOut)
	);
	alu aluModule (
		.op1(ALUoperator1),
		.op2(muxAluSrc2Out),
		.alu_control(ALUcontrolOut),
		.result(aluResult),
		.zero()
	);
	wire [31:0] shiftLeftOut;
	assign reg2Out = ALUoperator2;
endmodule
[/design/flow/constraint.sdc]
current_design third_step

set clk_period 34.3
set clk_io_pct 0.2

create_clock -name clk0 -period $clk_period

set non_clock_inputs [all_inputs -no_clocks]
set_input_delay [expr $clk_period * $clk_io_pct] -clock clk0 $non_clock_inputs
set_output_delay [expr $clk_period * $clk_io_pct] -clock clk0 [all_outputs]
==> flow_metrics.tcl <==
# collected from the flow reports
set metrics [dict create \
    antenna_found_initial 7 \
    ys_chip_area_sq_mm 0.0176 \
    cp_max_fo 39 \
    path_cells "clkdlybuf4s50_1 -> buf_4 -> nand2b_4 -> o22a_1 -> inv_2 -> nand4_1 -> or4_1 -> nor2_4 -> nand2_1 -> nor2_1 -> or4_1 -> a221oi_2 -> nor4_1 -> o41ai_1 -> o211a_1 -> clkdlybuf4s50_1" \
    fp.dieH_microns 212 \
    syn_inst 2661 \
    critPathSlowestCell "nor4_1" \
    hold_violations 0 \
    grt_max_degree 64 \
    hold_path_class "primary input to output port" \
    powerDensity_mw_per_mm2 28.9 \
    dp.cells 3354 \
    vias_per_cell 7.34 \
    warnings 96 \
    dieArea_sq_mm 0.0448 \
    synth_area_sq_mm 0.0176 \
    path_class "primary input to output port" \
    cpPeakStageDelay_ps 960 \
    cts_resized 0 \
    drt_pass1_iterations 7 \
    grt_pass1_vias 22700 \
    internal-power_uw 211 \
    cp.required_ps 27440 \
    period_used_pct 59.0 \
    max-cap-violations 0 \
    dp_slack_ps 14530 \
    setup_viol 0 \
    yosysCellCount 2661 \
    crit_family "simple AND/OR/NAND/NOR gates" \
    port_buffers 251 \
    netSwitchingFraction_pct 64.4 \
    regArea_sq_um 0 \
    hold_path_depth 3 \
    grt_first_pass_wirelength_microns 164000 \
    power_leakage_nw 7.85 \
    place_congestion 1.19 \
    slew_viol_final 0 \
    finalPower_uw 594 \
    core.rowCount 76 \
    die_w_microns 212 \
    min_period_ps 20220 \
    syn2layout_area_growth_pct 16.9 \
    synth.avg_cell_area_sq_um 6.61 \
    finalNonFillerCells 3355 \
    wl_per_cell_microns 34.6 \
    rsz0062_at_grt "no" \
    drcViolationCount 0 \
    routed_wl_microns 116000 \
    fp-utilization_pct 40.7 \
    drtIter0Drc 4163 \
    cp_num_buf_inv 4 \
    postCtsSetupBuffers 0 \
    setup_slack_ps 14080 \
    relSlewSlack_pct 20.0 \
    ios 251 \
    setup_tns_ps 0 \
    synth_cell_types 111 \
    max_clock_freq_mhz 49.5 \
    drive_above_1_share_pct 11.0 \
    power.net_switching_uw 383 \
    ys_seq_share_pct 0 \
    worst-endpoint-arrival_ps 13360 \
    hold_buffers 0 \
    vias 24600 \
    holdCritStartpoint "regDst2[1]" \
    coreArea_sq_mm 0.0432 \
    top_area_cell "mux2i_1" \
    hold_slack_ps 14760 \
    overflow 0 \
    ant_nets 0 \
    worst_slew_pin_slew_ps 1190 \
    place_hpwl_microns 90100 \
    min_to "muxRegDstOut[1]" \
    ys_warn_count 64 \
    grtUsageTotal_pct 51.7 \
    top_area_share_pct 10.6 \
    design.seq.count 0 \
    ir_drop_v 0.0000138 \
    area_leaders "mux2i_1 11%, a21oi_1 7.1%, ha_1 6.8%, nand2_1 6.3%, nor2_1 5.6%" \
    status "finished clean" \
    nClkBuffers 0 \
    crit_path_start_kind "primary input" \
    end_kind "output port" \
]
==> per-layer routing <==
layer	part of all wire, %	vias up	track usage (%)	wire length [microns]
li1	-	10400	-	-
met4	8.9	8	35.8	10300
met1	35	11500	63.9	41200
met3	14	523	17.9	16300
met2	42	2224	75.1	48100
met5	0.048	-	0.556	56
==> layout make-up <==
type	instances	area (sq um)
multi-input combinational	2316	16200
tap	585	732
antenna	1	2.50
fill	4340	22600
timing repair buffer	351	3240
inverter	102	392
==> cells by family after synthesis <==
kind of cell	share of synthesized area, %
AOI/OAI and AO/OA	39.3
xor gates and xnor gates	1.64
adders and majority gates	7.06
buffers and inverters	8.46
muxes	20.4
and+or+nand+nor	23.1
==> cell usage after synthesis, types with 10 or more instances <==
cell type,instances
a211o_1,11
inv_2,10
a2111oi_0,11
o31ai_1,16
inv_1,87
mux2_1,17
nor4_1,24
a211oi_1,58
nor2b_1,11
buf_1,28
nand4_1,12
clkbuf_1,131
o21ai_0,191
or4b_2,16
a221oi_1,20
a311oi_1,10
a31oi_1,44
a21oi_1,249
o21a_1,16
and3_1,14
o221ai_1,32
buf_2,69
mux2i_1,187
nand3_1,53
or3_1,12
ha_1,96
nor2_1,261
o211ai_1,65
o22ai_1,43
mux2_2,64
nand2b_1,32
o22a_1,53
nand2_1,295
nor3_1,62
a32oi_1,12
mux4_2,30
and2_1,12
o21bai_1,15
a21o_1,20
xnor2_1,27
a22oi_1,21
==> worst max path at each step <==
stage,start,end,cells past startpoint
after CTS,ForwardAE[0],aluResult[23],17
final,ForwardAE[0],aluResult[19],16
after global routing,ForwardAE[0],aluResult[23],17
==> power groups by stage <==
| stage | Combinational, mW | Sequential [mW] | Clock, mW |
|---|---|---|---|
| global route | 0.613 | 0 | 0 |
| CTS | 0.562 | 0 | 0 |
==> per-stage QoR <==
stage,cell area [sq um],util (%)
after floorplan,17600,-
after global placement,20600,47.6
after detailed placement,20600,47.6
after CTS,20600,47.6
after global routing,20600,47.6
final,20600,47.6
==> cell usage in the layout, fill, tap and decap left out, drive strengths merged, types with 9 or more instances in the layout <==
cell type,instances
a31oi,44
nand3,54
a21oi,251
a22oi,21
o31ai,16
or3,12
mux4,30
nor3,68
o22a,59
a221oi,21
ha,96
and3,14
a211o,11
nand4,12
a2bb2oi,9
a32oi,13
nand2,297
buf,104
nor2b,11
nand2b,33
a21o,20
and2,12
o21bai,15
nor2,262
o21ai,200
o22ai,43
mux2i,188
a2111oi,13
o221ai,32
o21a,16
a311oi,11
nor4,29
a211oi,61
o211ai,66
mux2,88
or4b,17
inv,98
xnor2,27
clkdlybuf4s50,247
Power and IR drop assume default switching activity.
